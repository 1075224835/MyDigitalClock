File: flow/config.mk
export PLATFORM = sky130hd
export DESIGN_NAME = fenpin
export DESIGN_NICKNAME = fenpin
export VERILOG_FILES = /design/flow/design.v
export SDC_FILE = /design/flow/constraint.sdc
export NUM_CORES = 4
export LEC_CHECK = 1
export CORE_UTILIZATION = 40
File: flow/constraint.sdc
current_design fenpin

set clk_period 4.9
set clk_io_pct 0.2

create_clock -name clk0 -period $clk_period [get_ports {clk}]

set non_clock_inputs [all_inputs -no_clocks]
set_input_delay [expr $clk_period * $clk_io_pct] -clock clk0 $non_clock_inputs
set_output_delay [expr $clk_period * $clk_io_pct] -clock clk0 [all_outputs]
File: flow/design.v
module fenpin (clk,clk_1HZ,clk_2HZ,clk_1KHZ);
input clk;
output clk_1HZ,clk_2HZ,clk_1KHZ;
reg clk_1HZ,clk_2HZ,clk_1KHZ;
reg[26:0] count1=0,count2=0,count4=0;
always@(posedge clk)
begin 
        count1<=count1+1;
        if(count1<25000000)
                clk_1HZ<=1;
        else if(count1<49999999)
                clk_1HZ<=0;
        if(count1==49999999)
                count1<=0;
        count2<=count2+1;
        if(count2<12500000)
                clk_2HZ<=1;
        else if(count2<24999999)
                clk_2HZ<=0;  
        if(count2==24999999)
                count2<=0;
        count4<=count4+1;
        if(count4<25000)
                clk_1KHZ<=1;
        else if(count4<49999)
                clk_1KHZ<=0;  
        if(count4==49999)
                count4<=0;
end
endmodule
File: flow/run.sh
#!/bin/bash
# OpenROAD 26Q1-2900-gdf79404cd8, Yosys 0.63+post, stock flow scripts
make -C /OpenROAD-flow-scripts/flow DESIGN_CONFIG=/design/flow/config.mk WORK_HOME=/design/flow/orfs finish
==> flow_summary.yaml <==
# flow metrics
clock_tree:
  cts_made_buffers: 9
  post_cts_buffers: 0
  root_buffer: "clkbuf_8"
  cts_hold_buf: 0
  clock_sinks: 84
  cts_tree: "yes"
  clock.latency.late_pin_ns: 0.34
  cts_max_path_buffers: 2
  clk_pin_slew_ns: 0.07
  h-tree-depth: 3
  post_cts_resized: 0
finish:
  layout.cells.non_filler: 564
  fill_cells: 879
  finish.instance_area_um2: 4160
  drive_gt1_share_pct: 5.98
  area_delta_synth_final_pct: 7.09
  final-comb-area_um2: 2080
  regArea_um2: 1680
  fin_util_pct: 44.6
detailed_routing:
  via_per_inst: 5.37
  drc: 0
  vias: 3031
  n_antenna_cell: 0
  ant_nets: 0
  wl_mm: 6.98
  drt_iter0_drc: 57
  avgRoutedWirePerCell_um: 12.4
  firstDrtPassIters: 4
global_route:
  antenna_found_initial: 0
  grtUsageMet3_pct: 3.24
  met2_usage_pct: 23.7
  first_global_vias: 2747
  track_usage_pct: 15.5
  grt_overflow: 0
  use_met1_pct: 24.0
  grt_first_pass_wirelength_mm: 12.5
  grt_max_degree: 18
  grt_busiest_layer: "met1"
sta:
  fin_skew_ns: 0.00939
  hold_viol_final: 0
  grt_setup_unrepaired: "no"
  maxSlewViolCount: 0
  layout_setup_ws_ns: 2.74
  fin_crit_ns: 2.16
  period_used_pct: 44.1
  max_slew_margin_pct: 46.3
  max_freq_ghz: 0.463
  worst_pin_slew_ns: 0.803
  finalSetupTns_ns: 0
  setup_viol: 0
run:
  warnings: 25
  drv_cap: 0
synth:
  syn-cell-area_um2: 3880
  yosys_warnings: 1
  flop_cell: "dfxtp_1"
  synth_cell_type_count: 48
  netlist_instances: 435
  synthArstFlopShare_pct: 0
  syn_avg_cell_area_um2: 8.92
  synth_flops: 84
  yosysMostFrequentCell: "dfxtp_1"
  synth_stat.cells: 435
  yosys-top-cells-count: "dfxtp_1, nor2_1, nand2_1"
  ys_seq_share_pct: 43.3
  area_leaders: "dfxtp_1, xnor2_1, xor2_1"
  yosys_area_um2: 3880
  synth-edff-count: 0
  synth.largest_area_cell: "dfxtp_1"
  yosys.area.top_type_share_pct: 43.3
power_and_ir_drop:
  leakagePower_nw: 1.56
  vdd_drop_max_mv: 0.141
  power_density_nw_per_um2: 268
outcome:
  outcome: "finished clean"
min_path:
  whs_endpoint: "count2[0]$_SDFF_PP0_"
  holdCritStartpoint: "count2[0]$_SDFF_PP0_"
  hp-class: "register to register"
  holdPathStages: 1
place:
  io_buffers: 3
  gp_congestion: 0.899
  hpwl_mm: 4.70
  placed_area_um2: 3990
  place_inst: 548
  pre_cts_slack_ns: 2.73
worst_setup_path:
  timing.rr.end: "count2[12]$_SDFF_PP0_"
  start_kind: "register"
  cp_slowest_cell: "nor4b_4"
  crit_type: "register to register"
  cpLargestDelayFamily: "simple AND/OR/NAND/NOR gates"
  path_depth: 4
  required_ns: 5.10
  reg2reg_from: "count2[3]$_SDFF_PP0_"
  r2r_cells: 4
  cp_num_buf_inv: 0
  crit_path_max_fanout: 15
  r2r_setup_slack_ns: 2.74
  cp_slowest_stage_delay_ns: 0.81
  crit_path_end_kind: "register"
  cp.arrival_ns: 2.36
  path_cells: "and3_1 -> nand3_1 -> nor4b_4 -> nor2_1"
die:
  fp-utilization_pct: 41.6
  ios: 4
  die_w_um: 101
  core-area_um2: 9330
  chipArea_um2: 10100
  rows: 35
  die_h_um: 101
==> cells in the final DEF, fill, tap and decap left out, types with 3 or more instances in the layout <==
| cell type | instances |
|---|---|
| dfxtp_1 | 84 |
| nor2_1 | 36 |
| nand2_1 | 34 |
| nand3_1 | 30 |
| xnor2_1 | 30 |
| xor2_1 | 26 |
| a21oi_1 | 24 |
| nand4_1 | 16 |
| nor3_1 | 16 |
| o31ai_1 | 14 |
| or4_1 | 12 |
| nor4_1 | 10 |
| and4_1 | 10 |
| o21ai_0 | 10 |
| clkbuf_8 | 10 |
| and3_1 | 9 |
| inv_1 | 8 |
| or3_1 | 5 |
| nor2b_1 | 4 |
| o211ai_1 | 4 |
| and2_1 | 3 |
| a211oi_1 | 3 |
| ha_1 | 3 |
| clkdlybuf4s50_1 | 3 |
==> kinds of logic after synthesis <==
group                    Yosys count  share of synthesized area, %
AND-OR/OR-AND                     68                          11.4
AND/OR/NAND/NOR                  197                          28.7
adder cells (fa/ha/maj)            3                         0.967
XOR/XNOR                          56                          12.6
buffers and inverters             27                          3.00
flip-flops                        84                          43.3
==> layout make-up <==
| cell class | count | area share, % |
|---|---|---|
| clock buffers | 12 | 3.49 |
| multi-input cells | 324 | 50.1 |
| clock inverters | 4 | 0.602 |
| inverters | 8 | 0.722 |
| well taps | 129 | 3.88 |
| repair buffers | 3 | 0.722 |
| flip-flops and latches | 84 | 40.5 |
==> layer usage <==
layer  routed length (um)  part of all wire [%]  vias to the layer above
met5                    0                     0                        -
met4                   88                   1.3                        0
met3                  256                   3.7                        8
met2                 3010                    43                       38
met1                 3620                    52                     1410
li1                     -                     -                     1575
==> how the worst max path moves through the flow <==
| stage | endpoint | slack (ns) | from |
|---|---|---|---|
| 6_report | count2[12]$_SDFF_PP0_ | 2.74 | count2[3]$_SDFF_PP0_ |
| 5_1_grt | count2[18]$_SDFF_PP0_ | 2.49 | count2[3]$_SDFF_PP0_ |
| 4_1_cts | count2[1]$_SDFF_PP0_ | 2.71 | count2[3]$_SDFF_PP0_ |
==> report_power, final <==
part	leakage (nW)	switching, mW	internal [mW]	total (mW)
sequential	0.676	0	0.682	0.682
clock	0.0824	0.234	0.197	0.430
combinational	0.806	0	0	0.000000806
==> state kept, by name, summed over array words and instances (netlist names) <==
register,count
count1,27
count4,27
count2,27
clk_2HZ,1
clk_1HZ,1
clk_1KHZ,1
==> metrics by stage <==
| stage | hold slack (ns) | total power, mW |
|---|---|---|
| 6_report | 0.440 | 1.11 |
| 3_5_place_dp | 0.431 | 0.698 |
| 5_1_grt | 0.464 | 1.17 |
| 3_3_place_gp | 0.427 | 0.698 |
| 4_1_cts | 0.445 | 1.13 |
| 2_1_floorplan | 0.413 | 0.698 |
==> worst register-to-register path, delay by kind of cell (launching register included) <==
kind / cells / cell delay, ns
simple gates: 4 / 1.61
flops: 1 / 0.40
Power figures rest on the tool's default switching activity, not on a simulated workload.
