File: config.mk
export PLATFORM = sky130hd
export DESIGN_NAME = display
export DESIGN_NICKNAME = display
export VERILOG_FILES = /design/flow/design.v
export SDC_FILE = /design/flow/constraint.sdc
export NUM_CORES = 4
export LEC_CHECK = 1
export CORE_UTILIZATION = 30
File: constraint.sdc
current_design display

set clk_period 8.6
set clk_io_pct 0.2

create_clock -name clk0 -period $clk_period [get_ports {clk}]

set non_clock_inputs [all_inputs -no_clocks]
set_input_delay [expr $clk_period * $clk_io_pct] -clock clk0 $non_clock_inputs
set_output_delay [expr $clk_period * $clk_io_pct] -clock clk0 [all_outputs]
File: design.v
module display(clk,hour,min,sec,selct,a,b,c,d,e,f,g,Sel0,Sel1,Sel2,Sel3,Sel4,Sel5);
input[6:0] hour,min,sec;
input[3:0] selct;
input clk;
output reg a,b,c,d,e,f,g,Sel0,Sel1,Sel2,Sel3,Sel4,Sel5;
reg [5:0]num,hour_a,hour_b,min_a,min_b,sec_a,sec_b;
always @(posedge clk)
begin 
	begin
	hour_b<=hour%10;
	hour_a<=(hour-hour_b)/10;
	min_b<=min%10;
	min_a<=(min-min_b)/10;
	sec_b<=sec%10;
	sec_a<=(sec-sec_b)/10;
	end
    case(selct)
	0:begin num<=min_b;{Sel0,Sel1,Sel2,Sel3,Sel4,Sel5}=6'b101111;end
	1:begin num<=min_a;{Sel0,Sel1,Sel2,Sel3,Sel4,Sel5}=6'b110111;end
	2:begin num<=hour_b;{Sel0,Sel1,Sel2,Sel3,Sel4,Sel5}=6'b111011;end
	3:begin num<=hour_a;{Sel0,Sel1,Sel2,Sel3,Sel4,Sel5}=6'b111101;end
	4:begin num<=sec_b;{Sel0,Sel1,Sel2,Sel3,Sel4,Sel5}=6'b111110;end
	5:begin num<=sec_a;{Sel0,Sel1,Sel2,Sel3,Sel4,Sel5}=6'b011111;end
	endcase
    case(num)
	0:{a,b,c,d,e,f,g}=7'b0000001;
	1:{a,b,c,d,e,f,g}=7'b1001111;
	2:{a,b,c,d,e,f,g}=7'b0010010;
	3:{a,b,c,d,e,f,g}=7'b0000110;
	4:{a,b,c,d,e,f,g}=7'b1001100;
	5:{a,b,c,d,e,f,g}=7'b0100100;
	6:{a,b,c,d,e,f,g}=7'b0100000;
	7:{a,b,c,d,e,f,g}=7'b0001111;
	8:{a,b,c,d,e,f,g}=7'b0000000;
	9:{a,b,c,d,e,f,g}=7'b0000100;
	10:{a,b,c,d,e,f,g}=7'b1111110;
	endcase
end
endmodule
File: run.sh
#!/bin/bash
# OpenROAD 26Q1-2900-gdf79404cd8, Yosys 0.63+post, stock flow scripts
make -C /OpenROAD-flow-scripts/flow DESIGN_CONFIG=/design/flow/config.mk WORK_HOME=/design/flow/orfs finish
==> report_table.html <==
<h3>Run summary</h3>
<table>
<tr><th>Metric</th><th>Value</th></tr>
<tr><th colspan="2">Outcome</th></tr>
<tr><td>Result of the run</td><td>completed</td></tr>
<tr><th colspan="2">Placed design</th></tr>
<tr><td>Cell area after placement</td><td>6220 µm²</td></tr>
<tr><td>Placed Instances</td><td>just under 1000</td></tr>
<tr><td>Weighted congestion reported at the end of routability-driven placement</td><td>0.889</td></tr>
<tr><td>Buffers on Ports</td><td>38</td></tr>
<tr><td>Detailed Place HPWL</td><td>9910 µm</td></tr>
<tr><th colspan="2">Power and ir drop</th></tr>
<tr><td>Pwr/cell area</td><td>241 nW/µm²</td></tr>
<tr><td>Cell leakage power</td><td>2.45 nW</td></tr>
<tr><td>Worst vdd rail ir drop</td><td>0.0951 mV</td></tr>
<tr><th colspan="2">Route</th></tr>
<tr><td>Remaining design rule violation count</td><td>0</td></tr>
<tr><td>Average wire per standard cell</td><td>13.1 µm</td></tr>
<tr><td>Initial DRT Pass Iterations</td><td>5</td></tr>
<tr><td>Via-to-Cell Ratio</td><td>5.30</td></tr>
<tr><td>Antenna violation net count after detailed routing</td><td>0</td></tr>
<tr><td>Post-Route WL</td><td>12900 µm</td></tr>
<tr><td>Iteration-0 DRC count of the detailed router</td><td>362</td></tr>
<tr><td>Total via count after detailed routing</td><td>5233</td></tr>
<tr><th colspan="2">Clock network</th></tr>
<tr><td>Clock tree root driver cell</td><td>clkbuf_16</td></tr>
<tr><td>CTS sink count</td><td>~55</td></tr>
<tr><td>CTS clk-pin slew, worst paths</td><td>80 ps</td></tr>
<tr><td>Clock tree from TritonCTS</td><td>built</td></tr>
<tr><td>Buffers inserted during post-CTS setup optimization</td><td>0</td></tr>
<tr><td>Deepest clock path buffer count</td><td>2</td></tr>
<tr><td># resized after CTS</td><td>0</td></tr>
<tr><td>Number of H-tree levels</td><td>2</td></tr>
<tr><td>Count of hold-fix buffers inserted at cts</td><td>0</td></tr>
<tr><td>Number of buffers inserted during clock tree synthesis</td><td>5</td></tr>
<tr><td>Clock network latency to the later pin of the worst-skew pair</td><td>300 ps</td></tr>
<tr><th colspan="2">Final timing</th></tr>
<tr><td>Transition time of the tightest slew-check pin</td><td>843 ps</td></tr>
<tr><td>Achievable frequency</td><td>between 150 and 200 MHz</td></tr>
<tr><td>Final count of pins violating max slew</td><td>0</td></tr>
<tr><td>Clock Skews</td><td>11.7 ps</td></tr>
<tr><td>Final sum of negative setup slack</td><td>0 ps</td></tr>
<tr><td>Fin. Hold Viols</td><td>0</td></tr>
<tr><td>Setup repair after global routing missed its margin</td><td>no</td></tr>
<tr><td>Post-route minimum period</td><td>just over 5000 ps</td></tr>
<tr><td>Final-report setup violation count</td><td>0</td></tr>
<tr><td>Max-slew headroom</td><td>between 40 and 50%</td></tr>
<tr><td>Final Cycle Share</td><td>59.1%</td></tr>
<tr><th colspan="2">Logic synthesis</th></tr>
<tr><td>Share of the yosys chip area belonging to registers</td><td>22.6%</td></tr>
<tr><td>Post-synth top area cell</td><td>dfxtp_1</td></tr>
<tr><td>Average cell area after synthesis</td><td>7.69 µm²</td></tr>
<tr><td>Cells after synthesis</td><td>742</td></tr>
<tr><td>Registers, synthesis</td><td>between 50 and 60</td></tr>
<tr><td>Yosys warnings</td><td>1</td></tr>
<tr><td>Post-synth top flop</td><td>dfxtp_1</td></tr>
<tr><td>Number of cell instances after yosys synthesis</td><td>742</td></tr>
<tr><td>Post-synth top cells</td><td>nor2_1, a21oi_1, inv_1, o21ai_0, nand2_1</td></tr>
<tr><td>Most instantiated library cell after synthesis</td><td>nor2_1</td></tr>
<tr><td>Number of distinct library cells after synthesis</td><td>~96</td></tr>
<tr><td>Share of the synthesized area in the top cell type</td><td>12.6%</td></tr>
<tr><td>Ranking of synthesized cells by area</td><td>dfxtp_1, edfxtp_1, ha_1</td></tr>
<tr><td>Number of synthesized flops with an enable pin</td><td>19</td></tr>
<tr><td>Async set-or-reset flop fraction in the synthesized netlist</td><td>0%</td></tr>
<tr><td>Area of the mapped netlist</td><td>5710 µm²</td></tr>
<tr><td>Area figure in the yosys stat output</td><td>5710 µm²</td></tr>
<tr><th colspan="2">Floorplan</th></tr>
<tr><td>Floorplan utilization</td><td>a little under a third</td></tr>
<tr><td>Die outline height</td><td>about 140 µm</td></tr>
<tr><td>IO Count</td><td>39</td></tr>
<tr><td>Area enclosed by the die boundary</td><td>19600 µm²</td></tr>
<tr><td>Area inside the core boundary</td><td>between 15000 and 20000 µm²</td></tr>
<tr><td>Std cell rows</td><td>50</td></tr>
<tr><td>Width of the chip</td><td>140 µm</td></tr>
<tr><th colspan="2">Layout</th></tr>
<tr><td>Final cell count without fillers</td><td>987</td></tr>
<tr><td>Cell area after layout</td><td>6370 µm²</td></tr>
<tr><td>Ratio of cells with drive above 1 in the final layout</td><td>about 7.3%</td></tr>
<tr><td>Synth-to-Final Area Change</td><td>11.7%</td></tr>
<tr><th colspan="2">Setup path</th></tr>
<tr><td>WS Path Type</td><td>primary input to flop</td></tr>
<tr><td>Crit path DRT</td><td>8780 ps</td></tr>
<tr><td>Arrival time at the worst endpoint</td><td>5260 ps</td></tr>
<tr><td>Nature of the critical path startpoint</td><td>primary input</td></tr>
<tr><td>Cell with the largest stage delay on the worst path</td><td>clkdlybuf4s50_1</td></tr>
<tr><td>Cell mode on critical path</td><td>a21oi_1</td></tr>
<tr><td>Maximum fanout encountered on the critical timing path</td><td>22</td></tr>
<tr><td>WP buf/inv</td><td>2</td></tr>
<tr><td>Cell-by-cell listing of the critical path</td><td>clkdlybuf4s50_1 -&gt; ha_1 -&gt; nand4bb_1 -&gt; o311a_1 -&gt; o221ai_1 -&gt; buf_4 -&gt; and3_1 -&gt; o21ai_0 -&gt; nand3b_1 -&gt; a21oi_1 -&gt; ha_1 -&gt; a21oi_1 -&gt; a21oi_1 -&gt; a21oi_1 -&gt; a21oi_1 -&gt; a21oi_1 -&gt; nand3_1 -&gt; o21ai_0</td></tr>
<tr><td>Top Family by Delay on Critical Path</td><td>AND-OR/OR-AND gates</td></tr>
<tr><td>Largest stage delay on the critical path</td><td>780 ps</td></tr>
<tr><td>Capturing element type of the critical path</td><td>flop</td></tr>
<tr><th colspan="2">Flow run</th></tr>
<tr><td>Count of max-cap constraint violations</td><td>0</td></tr>
<tr><td>Tool warning count</td><td>31</td></tr>
<tr><th colspan="2">Global route</th></tr>
<tr><td>Initial antenna violation count</td><td>2</td></tr>
<tr><td>Overall Global Routing Usage</td><td>13.5%</td></tr>
<tr><td>Pin count of the biggest net entering global routing</td><td>23</td></tr>
<tr><td>First-pass GRT wire length</td><td>approximately 22000 µm</td></tr>
<tr><td>Vias in the first global route</td><td>4593</td></tr>
<tr><td>GRT Residual Overflow</td><td>0</td></tr>
<tr><th colspan="2">Min path</th></tr>
<tr><td>Type of the tightest min-delay check</td><td>flop to flop</td></tr>
</table>
==> path summary, 6_finish.rpt <==
check	depth (start not counted)	slack, ps	from	to
worst min register to register	1	630	min_b[3]$_DFF_P_	num[3]$_DFFE_PP_
worst min-delay path	1	630	min_b[3]$_DFF_P_	num[3]$_DFFE_PP_
worst max-delay path	18	3520	min[6]	min_b[5]$_DFF_P_
worst max register to register	11	5410	hour_b[0]$_DFF_P_	hour_a[0]$_DFF_P_
==> cell type report <==
class | instances | area, µm²
well taps | 234 | 293
clock inverters | 3 | 25.0
fillers | 1936 | 12300
repair buffers | 40 | 395
multi-input cells | 605 | 4080
inverters | 44 | 165
flip-flops and latches | 55 | 1290
clock buffers | 5 | 125
diodes | 1 | 2.50
==> where the power goes <==
group / internal [W] / switching, W
clock: 0.000110 / 0.0000953
combinational: 0.000407 / 0.000548
sequential: 0.000343 / 0.0000332
==> routing by layer <==
layer	routed length, µm	GRT usage, %	vias to the layer above
met5	17	0	-
met4	63	0.636	2
met3	394	1.74	9
met2	5660	20.9	72
met1	6760	21.3	2380
li1	-	-	2770
==> metrics by stage <==
step	hold slack [ps]	worst slack [ps]	total power [W]	util [%]
after global placement	624	3280	0.00133	33.3
final	635	3520	0.00154	34.1
after CTS	644	3540	0.00154	34.1
after floorplan	523	3980	0.00114	-
after global routing	664	3140	0.00168	34.1
after detailed placement	610	3250	0.00133	33.3
==> placed cells by master (no fill, tap or decap), types with 8 or more instances in the layout <==
master	n
a21oi_1	63
nand2_1	37
dfxtp_1	36
edfxtp_1	19
o21ai_0	41
mux2i_1	13
o21a_1	12
and2_1	8
nor2b_1	17
or2_2	10
nand2b_1	21
nand3_1	20
a211oi_1	11
inv_1	44
o211ai_1	15
or3_1	9
nor2_1	88
ha_1	27
a21o_1	12
clkdlybuf4s50_1	38
nor3_1	17
a31oi_1	14
xnor2_1	19
==> cells by family (layout without fill, tap and decap cells) <==
logic type / Yosys count / after routing / synth area share, %
flops: 55 / 55 / 22.6
buf+inv: 84 / 92 / 6.05
fa+ha+maj: 32 / 32 / 7.32
simple gates: 263 / 263 / 23.6
mux: 20 / 20 / 3.66
other cells: 1 / 4 / 0.0657
compound gates: 261 / 261 / 32.7
xor+xnor: 26 / 26 / 3.99
==> registers in the layout (all words and copies together) (netlist names) <==
signal  cells
f           1
sec_b       6
Sel2        1
Sel0        1
b           1
c           1
Sel5        1
Sel3        1
d           1
min_b       6
min_a       6
hour_a      6
g           1
num         6
Sel4        1
e           1
Sel1        1
sec_a       6
hour_b      6
a           1
No activity file was given, so power comes from the tool's default toggle rates.
