File: run.sh
#!/bin/bash
# OpenROAD 26Q1-2900-gdf79404cd8, Yosys 0.63+post, stock flow scripts
make -C /OpenROAD-flow-scripts/flow DESIGN_CONFIG=/design/flow/config.mk WORK_HOME=/design/flow/orfs finish
File: config.mk
export PLATFORM = sky130hd
export DESIGN_NAME = core
export DESIGN_NICKNAME = core
export VERILOG_FILES = /design/flow/design.v
export SDC_FILE = /design/flow/constraint.sdc
export NUM_CORES = 4
export LEC_CHECK = 1
export CORE_UTILIZATION = 40
File: constraint.sdc
current_design core

set clk_period 3.9
set clk_io_pct 0.2

create_clock -name clk0 -period $clk_period [get_ports {clk_1HZ}]

set non_clock_inputs [all_inputs -no_clocks]
set_input_delay [expr $clk_period * $clk_io_pct] -clock clk0 $non_clock_inputs
set_output_delay [expr $clk_period * $clk_io_pct] -clock clk0 [all_outputs]
File: design.v
module core(clk_1HZ,clk_2HZ,S1,S2,S3,S4,S5,S6,S7,S8,k1,hour_out,min_out,sec_out,led,led2,led3);
input clk_1HZ,clk_2HZ,S1,S2,S3,S4,S5,S6,S7,S8,k1;	
output reg led,led2,led3;
reg [6:0] hour=11,min=59,sec=40;
output reg[6:0] hour_out,min_out,sec_out;
reg[6:0]count=0;
reg flag=0;
always @(posedge clk_1HZ)
begin 
	 if(S1==0) 
	 begin 
	 sec<=0;
	 min<=0;
	 hour<=0;
	 end
	 else
	 begin
    if(S2==0) count<=count+1;
    if(count%2==0)
	 begin
	   flag<=!flag;
	   led2<=flag;
		led3<=flag;
		if(sec<59) sec<=sec+1;
		else 
			begin 
				sec<=0;
				if(min<59) min<=min+1;
				else
				begin
				    min<=0;
					if(hour<23) hour<=hour+1;
				 	else
				       hour<=0;
				end
			end
		 end
	else
		begin
		if(S3==0)
		begin
			if(hour<23) hour<=hour+1;
			else hour<=0;end
		if(S4==0)
		begin
			if(hour>0) hour<=hour-1;
			else hour<=23;end
		if(S5==0)
		begin
			if(min<59) min<=min+1;
			else min<=0;end
		if(S6==0)
		begin
			if(min>0) min<=min-1;
			else min<=59;end
		if(S7==0)
		begin
			if(sec<59) sec<=sec+1;
			else sec<=0;end
		if(S8==0)
		begin
			if(sec>0) sec<=sec-1;
		else sec<=59;end
		end
    end
	 if(k1==1)
	 begin
	 if(hour>11)hour_out<=hour-12;
	 else hour_out<=hour;
	 sec_out<=sec;
	 min_out<=min;
	 end
	 else
	 begin
    hour_out<=hour;
	 sec_out<=sec;
	 min_out<=min;
	 end
end
always @(1)
begin
if(min==0&&sec<5)
led<=clk_2HZ;
else
led<=0;
end
endmodule
==> impl_table.tex <==
% Table of physical implementation metrics
\begin{tabular}{lr}
\hline
Metric & Value \\
\hline
\multicolumn{2}{l}{\textbf{Synthesis}} \\
Post-synthesis cell type count & 51 \\
Top flip-flop cell by instance count after synthesis & sky130\_fd\_sc\_hd\_\_dfxtp\_1 \\
Warnings, synthesis & 1 \\
Sequential fraction of the synthesis area & 39.9\% \\
Average size of a mapped cell & approximately 8.5 sq um \\
Fraction of registers with async set/reset & 0\% \\
Count of instantiated cells in the yosys netlist & $\sim$280 \\
Cell Area, Synth & 0.00234 sq mm \\
Post-synthesis register bit count & 45 \\
Count of flip-flops with a built-in enable after synthesis & 3 \\
Synthesized instance count & 275 \\
Area of the synthesized netlist per yosys stat & 0.00234 sq mm \\
\multicolumn{2}{l}{\textbf{Hold path}} \\
Startpoint of the lowest-slack hold path & sec[6]\$\_SDFFE\_PN0P\_ \\
Worst Hold Class & flip-flop to flip-flop \\
\multicolumn{2}{l}{\textbf{Global routing}} \\
Initial antenna violation count & 0 \\
Global-route usage over all layers & 18.7\% \\
Gr ovfl total & 0 \\
Global-route wire length before repair & 9.15 mm \\
Pin count of the biggest net entering global routing & 16 \\
Number of global-route vias before repair & 1,945 \\
\multicolumn{2}{l}{\textbf{STA}} \\
Clock skew after layout & 8.77 ps \\
Final Setup Violations & 0 \\
Setup repair after global routing missed its margin & no \\
Cycle use final & between 70\% and 80\% \\
Max transition margin & between 60\% and 70\% \\
Slew Viols, Final & 0 \\
Transition time at the pin with the least slew margin & 589 ps \\
Hold violation count in the final report & 0 \\
Final Critical Period & 2990 ps \\
Maximum clock frequency & 334 MHz \\
Total negative slack for setup checks & 0 ps \\
Min setup slack post-route & 907 ps \\
\multicolumn{2}{l}{\textbf{Setup path}} \\
Worst path top cell family by delay & simple AND/OR/NAND/NOR gates \\
Critical register-to-register path endpoint & hour[3]\$\_SDFFE\_PN0P\_ \\
Crit path required time & 3120 ps \\
Startpoint of the lowest-slack register-to-register path & count[0]\$\_DFFE\_PP\_ \\
Library cell contributing the largest single delay on the critical path & sky130\_fd\_sc\_hd\_\_clkdlybuf4s50\_1 \\
Element type at the critical path start & flip-flop \\
Data arrival time of the critical path & 2210 ps \\
Count of cell instances traversed by the critical path & 4 \\
Maximum cell stage delay along the critical path & around 500 ps \\
Critical path destination & led \\
Total buffers and inverters traversed by the critical path & 1 \\
Type of the worst setup path & flip-flop to output port \\
Crit. Startpoint & min[2]\$\_SDFFE\_PN0P\_ \\
Peak fanout along the critical path & 11 \\
Worst reg2reg setup slack & 1850 ps \\
Worst setup EP type & output port \\
Worst reg2reg path depth & 5 \\
Critical path cell sequence & nor4\_1 -> nand3b\_1 -> a211oi\_1 -> clkdlybuf4s50\_1 \\
\multicolumn{2}{l}{\textbf{Place}} \\
HPWL after detailed placement & between 3 and 4 mm \\
Placement-stage worst setup slack & 1110 ps \\
Count of buffers inserted at the top-level ports & 34 \\
Gp weighted congestion & 0.910 \\
Placed instance area & approximately 0.0027 sq mm \\
Placed Cells & 365 \\
\multicolumn{2}{l}{\textbf{Floorplan}} \\
Placement row count & 27 \\
Die width & 78.4 um \\
Die height & 78.4 um \\
Starting density of the core & 41.9\% \\
Core area & approximately 0.0056 sq mm \\
Area of the die & 0.00615 sq mm \\
Number of top-level pins & 35 \\
\multicolumn{2}{l}{\textbf{Clock tree}} \\
CTS Sinks & 45 \\
Clk ins delay skew pair & about 300 ps \\
Number of H-tree levels & 2 \\
Postcts setup bufs & 0 \\
Clock-pin slew on the worst setup and hold paths & 90 ps \\
Total clock buffers created by CTS & 5 \\
Maximum number of buffers from clock root to sink & 2 \\
CTS tree & done \\
\# hold bufs at CTS & 0 \\
Count of instances resized after the clock tree is built & 0 \\
CTS Root Cell & sky130\_fd\_sc\_hd\_\_clkbuf\_8 \\
\multicolumn{2}{l}{\textbf{Power and ir drop}} \\
Proportion of power drawn by combinational gates & 21.1\% \\
Cell leakage power & 0.00107 uW \\
Cell Int Power & 742 uW \\
Sequential Power Share & 51.5\% \\
Peak VDD IR & 0.000162 V \\
Part of the power in the clock network & 27.4\% \\
Power density normalized to cell area & 380 mW/mm\^{}2 \\
Total power & 1060 uW \\
Net switching fraction of the power & between 20 and 30\% \\
Power spent charging and discharging nets & 316 uW \\
\multicolumn{2}{l}{\textbf{Routing}} \\
1st-iter DRT viols & 157 \\
Total Wirelength & 5.17 mm \\
DR vias & between 2,000 and 2,500 \\
Number of vias per cell after detailed routing & around 5.6 \\
Post-route antenna net violation count & 0 \\
Mean routed wirelength per cell & 13.9 um \\
Detailed-router iteration count before antenna repair & 4 \\
DRC violation count after routing & 0 \\
Diodes inserted & 0 \\
\multicolumn{2}{l}{\textbf{Finish}} \\
Combined flip-flop and latch cell area & 931 sq um \\
Most frequently placed logic cell in the final layout & sky130\_fd\_sc\_hd\_\_dfxtp\_1 \\
Top Layout Cells & sky130\_fd\_sc\_hd\_\_dfxtp\_1, sky130\_fd\_sc\_hd\_\_clkdlybuf4s50\_1, sky130\_fd\_sc\_hd\_\_nor2\_1 \\
MI comb area & 0.00127 sq mm \\
Fraction of final layout cells sized beyond drive strength 1 & 4.65\% \\
Layout Cells excl Fill & about 370 \\
Post-route cell area & 0.00278 sq mm \\
Fillcell total & 559 \\
Post-synthesis to final-layout area growth & 19.0\% \\
\multicolumn{2}{l}{\textbf{Status}} \\
Outcome & finished clean \\
\multicolumn{2}{l}{\textbf{Job}} \\
Max\_cap viols & 0 \\
Count of tool warnings & 33 \\
\hline
\end{tabular}
==> worst register-to-register path, cell delays in order (launching register included) <==
cell	delay, ps
sky130_fd_sc_hd__edfxtp_1	610
sky130_fd_sc_hd__nor2b_1	550
sky130_fd_sc_hd__o21ai_2	190
sky130_fd_sc_hd__o32a_1	200
sky130_fd_sc_hd__a211o_1	300
sky130_fd_sc_hd__a21oi_2	120
==> synthesized netlist by cell type (2+ instances only) <==
library cell / count / area share, %
sky130_fd_sc_hd__dfxtp_1: 42 / 36
sky130_fd_sc_hd__nor2_1: 21 / 3.4
sky130_fd_sc_hd__nand2_1: 19 / 3.1
sky130_fd_sc_hd__nand3_1: 18 / 3.9
sky130_fd_sc_hd__o21ai_0: 18 / 3.9
sky130_fd_sc_hd__a21oi_1: 17 / 3.6
sky130_fd_sc_hd__inv_1: 14 / 2.2
sky130_fd_sc_hd__ha_1: 12 / 6.4
sky130_fd_sc_hd__nor3_1: 11 / 2.4
sky130_fd_sc_hd__clkbuf_1: 9 / 1.4
sky130_fd_sc_hd__xnor2_1: 9 / 3.4
sky130_fd_sc_hd__and3_1: 6 / 1.6
sky130_fd_sc_hd__o31ai_1: 6 / 1.9
sky130_fd_sc_hd__a211oi_1: 5 / 1.6
sky130_fd_sc_hd__buf_2: 5 / 1.1
sky130_fd_sc_hd__a21o_1: 4 / 1.3
sky130_fd_sc_hd__nor4_1: 4 / 1.1
sky130_fd_sc_hd__a211o_1: 3 / 1.1
sky130_fd_sc_hd__a31oi_1: 3 / 0.80
sky130_fd_sc_hd__edfxtp_1: 3 / 3.9
sky130_fd_sc_hd__nand2b_1: 3 / 0.80
sky130_fd_sc_hd__nand3b_1: 3 / 0.96
sky130_fd_sc_hd__o22ai_1: 3 / 0.80
sky130_fd_sc_hd__a221oi_1: 2 / 0.75
sky130_fd_sc_hd__mux2i_1: 2 / 0.86
sky130_fd_sc_hd__nand4_1: 2 / 0.54
sky130_fd_sc_hd__nor2b_1: 2 / 0.54
sky130_fd_sc_hd__o21a_1: 2 / 0.64
sky130_fd_sc_hd__o311a_1: 2 / 0.86
sky130_fd_sc_hd__o31a_1: 2 / 0.75
sky130_fd_sc_hd__or3_1: 2 / 0.54
sky130_fd_sc_hd__xor2_1: 2 / 0.75
==> area by class of cell <==
class | instances | share of cell area [%]
multi-input combinational | 200 | 45.9
sequential | 45 | 33.5
timing repair buffer | 34 | 12.2
tap | 72 | 3.24
clock buffer | 5 | 2.48
inverter | 14 | 1.89
clock inverter | 3 | 0.810
==> power by group through the flow <==
stage | registers [uW] | clock network (uW) | logic (uW)
4_1_cts | 544 | 301 | 222
5_1_grt | 552 | 326 | 251
6_report | 545 | 290 | 223
==> metal layers <==
metal | GRT usage, % | vias up | part of all wire [%]
li1 | - | 1050 | -
met1 | 28.7 | 969 | 49
met2 | 28.9 | 63 | 44
met3 | 2.72 | 10 | 5.1
met4 | 3.52 | 0 | 1.6
met5 | 0 | - | 0
==> sequential cells by signal, summed over array words and instances, names as in the netlist <==
name      flops
hour          7
hour_out      7
min           7
min_out       7
sec           7
sec_out       7
count         1
flag          1
led2          1
==> cells by family (layout without fill, tap and decap cells) <==
logic type               count (synthesis)  count (layout)  share of synthesized area (%)
flip-flops                              45              45                           39.9
buffers and inverters                   30              56                           5.57
XOR/XNOR                                11              11                           4.12
AND/OR/NAND/NOR                         96              96                           20.4
multiplexers                             3               3                           1.34
adder cells (fa/ha/maj)                 12              12                           6.43
AND-OR/OR-AND                           78              78                           22.3
==> worst min-delay path by stage <==
stage                           endpoint  slack [ps]  cells past startpoint
after CTS             sec_out[6]$_DFF_P_         420                      0
after global routing  sec_out[6]$_DFF_P_         450                      0
final                 sec_out[6]$_DFF_P_         420                      0
==> stage by stage <==
step	utilization [%]	hold slack (ps)
floorplan	-	326
global placement	48.2	410
detailed placement	48.2	412
CTS	49.9	425
global route	49.9	446
finish	49.9	425
Power is estimated from default activity; no workload was simulated.
